### /design/flow/constraint.sdc
current_design Sfrl_32

set clk_period 1.8
set clk_io_pct 0.2

create_clock -name clk0 -period $clk_period [get_ports {clk}]

set non_clock_inputs [all_inputs -no_clocks]
set_input_delay [expr $clk_period * $clk_io_pct] -clock clk0 $non_clock_inputs
set_output_delay [expr $clk_period * $clk_io_pct] -clock clk0 [all_outputs]
### /design/flow/run.sh
#!/bin/bash
# OpenROAD 26Q1-2900-gdf79404cd8, Yosys 0.63+post, stock flow scripts
make -C /OpenROAD-flow-scripts/flow DESIGN_CONFIG=/design/flow/config.mk WORK_HOME=/design/flow/orfs finish
### /design/flow/config.mk
export PLATFORM = sky130hd
export DESIGN_NAME = Sfrl_32
export DESIGN_NICKNAME = Sfrl_32
export VERILOG_FILES = /design/flow/design.v
export SDC_FILE = /design/flow/constraint.sdc
export NUM_CORES = 4
export LEC_CHECK = 1
export CORE_AREA = 10 10 83 83
export DIE_AREA = 0 0 93 93
### /design/flow/design.v
module Sfrl_32(clk,seed_val,random);
	input clk;
	input [7:0] seed_val;
	output reg [31:0] random;
	integer i;
	reg [7:0]seed;
	reg seed_bit;
	always @(posedge clk) begin
		seed = seed_val;
		for(i=0; i<32; i=i+1)begin
		random[i] = seed[0];
		seed_bit = seed[0] ^ seed[1]; 
		seed = seed >> 1;
		seed[7] = seed_bit;
		end
	end
endmodule
==> job_summary.md <==
### Flow metrics

| Metric | Value |
|---|---|
| Number of buffer and inverter stages on the critical path | `1` |
| Number of global-route vias before repair | `642` |
| Actual transition at the worst max-transition pin | `0.357 ns` |
| Minimum clock period | `1.41 ns` |
| Main logic family | `XOR/XNOR gates` |
| Share of synthesized cell area in and-or and or-and compound cells | `0` |
| Clk sink count | `32` |
| Clock slew at the register clock pins of the worst setup and hold paths | `0.06 ns` |
| Class of the worst hold path | `in2reg` |
| Clock tree from TritonCTS | `built` |
| Via count | `556` |
| Leading post-synthesis cells by cell area | `sky130_fd_sc_hd__dfxtp_1, sky130_fd_sc_hd__xor2_1, sky130_fd_sc_hd__xnor2_1, sky130_fd_sc_hd__xnor3_1, sky130_fd_sc_hd__xor2_2` |
| Sequential cell area fraction in the yosys report | `0.705` |
| Clock Tree Root | `sky130_fd_sc_hd__clkbuf_8` |
| Number of warnings in the stage logs | `25` |
| Global Route Usage Sum | `0.0521` |
| Routability-driven placement congestion ratio | `0.709` |
| Slowest stage cell, crit path | `sky130_fd_sc_hd__clkdlybuf4s50_1` |
| Max Fclk | `707 MHz` |
| Cell total after placement | `179` |
| Share of the core filled by cells before placement | `0.177` |
| Drt first-iter violations | `4` |
| Setup repair after global routing missed its margin | `false` |
| Cts-stage hold buffer count | `0` |
| Simple-Gate Fraction of Synth Area | `0` |
| Power density cells | `1070 nW/µm²` |
| Post-CTS setup buffer count | `0` |
| Share of post-route cells with drive strength above 1 | `0.145` |
| Share of the synthesized area in the top cell type | `0.705` |
| Worst slack after detailed placement | `0.154 ns` |
| Adder share | `0` |
| Internal power | `1.32 mW` |
| Logic area | `249 µm²` |
| Number of antenna violations at the first check in global routing | `0` |
| Die Y-Extent | `93 µm` |
| Number of ports placed on the die boundary | `41` |
| Synthesized chip area reported by yosys | `908 µm²` |
| Buffers from clock root to sink, at most | `2` |
| Largest net degree at the start of global routing | `10` |
| Core Area | `5140 µm²` |
| Mean cell area of the mapped netlist | `14.7 µm²` |
| Number of cells in the finished layout apart from fillers | `187` |
| Portion of total power attributed to the clock network | `0.328` |
| Most common cell after layout, fill and taps aside | `sky130_fd_sc_hd__clkdlybuf4s50_1` |
| Number of buffers inserted during clock tree synthesis | `5` |
| Detailed-route wire length | `2.17 mm` |
| Post-route setup TNS | `0 ns` |
| Port buffer count | `40` |
| Synthesis warning total | `1` |
| Final Cell Area | `1550 µm²` |
| Quantity of gates resized following cts | `0` |
| Switching pwr | `0.325 mW` |
| Count of endpoints failing hold in the final timing report | `0` |
| Total grt overflow | `0` |
| Die Width | `93 µm` |
| Worst EP arrival | `1.05 ns` |
| Number of detailed-route iterations in the first pass | `2` |
| Flop pwr share | `0.496` |
| Type of element launching the critical path | `register` |
| Routed length per instance | `11.6 µm` |
| Hold Slack | `0.705 ns` |
| Area of all sequential standard cells | `641 µm²` |
| Post-detailed-placement cell area | `1460 µm²` |
| Mux frac, synth | `0` |
| Post-DRT Antenna Nets | `0` |
| Total of endpoints with negative setup slack in the final report | `0` |
| Fin crit share | `0.786` |
| Antenna cells | `0` |
| Post-Synth XOR/XNOR Area | `0.274` |
| Delay-heaviest family, CP | `buffers and inverters` |
| Yosys stat cell total | `62` |
| Max FFs per register | `32` |
| MaxCap Viol Count | `0` |
| Combinational power share | `0.176` |
| Top Layout Cells | `sky130_fd_sc_hd__clkdlybuf4s50_1, sky130_fd_sc_hd__dfxtp_1, sky130_fd_sc_hd__xor2_1` |
| Max-slew violation total from the final report | `0` |
| Clock H-tree levels | `2` |
| Average via count per standard cell | `2.97` |
| Setup Crit Path Kind | `reg2out` |
| Count of different cell masters after synthesis | `7` |
| Post-Syn Instances | `62` |
| Worst slew margin relative to its limit | `0.760` |
| Sum of net half-perimeters after detailed placement | `1.78 mm` |
| Data required time of the worst path | `1.44 ns` |
| IR Drop Worst-Case VDD | `0.345 mV` |
| Cell taking the most area after synthesis | `sky130_fd_sc_hd__dfxtp_1` |
| Fill cell count | `537` |
| PnR worst setup slack | `0.385 ns` |
| Sequence of cells on the critical path | `clkdlybuf4s50_1` |
| Chip Footprint | `8650 µm²` |
| Area Overhead vs Synth | `70.2%` |
| Delay of the slowest cell on the worst path | `0.47 ns` |
| Num rows | `26` |
| Outcome | `finished clean` |
| Standby leakage power | `0.632 nW` |
| Critical Path Sink Type | `output port` |
| Number of register bits inferred by synthesis | `32` |
| DRC violations left | `0` |
| Mapped cell area | `908 µm²` |
| Wire length of the first global-routing pass | `3.44 mm` |
| Maximum fanout count along the critical path | `1` |
| Switching share of power | `0.197` |
[cell families after synthesis]
kind of cell / after synthesis
xor+xnor: 26
buf+inv: 4
flops: 32
[power by group through the flow]
stage	clock [mW]	combinational (mW)	sequential, mW
final	0.541	0.290	0.818
after global routing	0.609	0.324	0.827
after CTS	0.563	0.305	0.818
[layout make-up]
type | instances | area share
Sequential cell | 32 | 0.414
Inverter | 1 | 0.00243
Timing Repair Buffer | 50 | 0.307
Tap cell | 70 | 0.0566
Clock buffer | 8 | 0.0583
Multi-Input combinational cell | 26 | 0.161
[synthesized netlist by cell type, drive strengths merged]
library cell,number
dfxtp,32
xor2,17
xnor3,1
inv,1
buf,3
xnor2,8
[per-stage QoR]
step           utilization  power, mW
2_1_floorplan            -      0.888
3_3_place_gp         0.283       1.13
3_5_place_dp         0.283       1.14
4_1_cts              0.301       1.69
5_1_grt              0.301       1.76
6_report             0.301       1.65
[metal layers]
| metal | GRT usage | share of wire | vias to the layer above |
|---|---|---|---|
| met5 | 0 | 0 | - |
| met4 | 0.00771 | 0.0046 | 0 |
| met3 | 0.0436 | 0.16 | 2 |
| met2 | 0.0794 | 0.45 | 28 |
| met1 | 0.0557 | 0.39 | 236 |
| li1 | - | - | 290 |
[worst paths after layout]
check | start | to | cells past startpoint
worst max-delay path | random[1] | random[1] | 1
worst min-delay path | seed_val[5] | random[5] | 1
No activity file was given, so power comes from the tool's default toggle rates.
